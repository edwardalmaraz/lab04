[flow/design.v]
`timescale 1ns / 1ps
module cpu_registers (
    input wire clk,	
    input wire rst , 
    input wire write_en,
    input wire [4:0] src1_addr,
    input wire [4:0] src2_addr, 
    input wire [4:0] dst_addr, 
    input wire [32-1:0]data_in    ,  
    output wire [32-1:0] src1_out  ,   
    output wire [32-1:0] src2_out  
);
reg [32-1:0] RFILE [32-1:0];
integer i;
assign src1_out = RFILE[src1_addr] ; 
assign src2_out = RFILE[src2_addr] ; 
always @(posedge clk)
begin 
    if (rst) begin 
        for (i = 0; i < 32; i = i + 1) begin
            RFILE[i] <= { 32 {1'b0} } ; 
        end 
    end else begin 
        if (write_en) begin 
            RFILE[dst_addr] <= data_in;				
        end 	
    end
end
endmodule
[flow/constraint.sdc]
current_design cpu_registers

set clk_period 15.3
set clk_io_pct 0.2

create_clock -name clk0 -period $clk_period [get_ports {clk}]

set non_clock_inputs [all_inputs -no_clocks]
set_input_delay [expr $clk_period * $clk_io_pct] -clock clk0 $non_clock_inputs
set_output_delay [expr $clk_period * $clk_io_pct] -clock clk0 [all_outputs]
[flow/config.mk]
export PLATFORM = sky130hd
export DESIGN_NAME = cpu_registers
export DESIGN_NICKNAME = cpu_registers
export VERILOG_FILES = /design/flow/design.v
export SDC_FILE = /design/flow/constraint.sdc
export NUM_CORES = 4
export LEC_CHECK = 1
export CORE_UTILIZATION = 50
[flow/run.sh]
#!/bin/bash
# OpenROAD 26Q1-2900-gdf79404cd8, Yosys 0.63+post, stock flow scripts
make -C /OpenROAD-flow-scripts/flow DESIGN_CONFIG=/design/flow/config.mk WORK_HOME=/design/flow/orfs finish
==> impl_metrics.py <==
# Flow results
metrics = {
    "status": {
        "status": "complete, no violations",
    },
    "finish": {
        "largest_reg_flops": 1024,
        "largest-register": "RFILE",
        "reg_top3": "RFILE: 1024 flops",
        "layout-drive-gt1-share_pct": 8.42,
        "lay_top_cells": "edfxtp_1 (1024), mux2i_1 (1024), and2_1 (1024), nand2_1 (193), nand3_1 (193)",
        "area_delta_synth_final_pct": 9.91,
    },
    "place": {
        "hpwl_um": 107000,
        "gp_congestion": 0.896,
        "buffer_ports.inserted": 113,
    },
    "grt": {
        "grt_max_degree": 96,
        "overflow": 0,
        "grt_usage_pct": 37.5,
        "grt_pass1_wl_um": 276000,
        "antenna_found_initial": 6,
        "grt_pass1_vias": 38770,
    },
    "power": {
        "finalPower_mw": 6.79,
        "leakage_nw": 24.2,
        "p_clk_share_pct": 39.2,
        "seqPwrFrac_pct": 48.8,
        "switchingPower_mw": 1.72,
        "powerDensity_nw_per_um2": 109,
        "switching_share_pct": 25.4,
        "ir_drop_uv": 85.0,
        "p_comb_share_pct": 12.0,
        "p_int_mw": 5.06,
    },
    "route": {
        "via_per_inst": 6.12,
        "drtIter0Drc": 2367,
        "routedWlPerCell_um": 31.7,
        "drtAntennaViolNets": 0,
        "wl_um": 195000,
        "first_pass_iters": 8,
        "vias": 37736,
        "drcViolationCount": 0,
    },
    "timing": {
        "tns_ns": 0,
        "finalMaxSlewViolations": 0,
        "timing.hold.ws_ns": 3.30,
        "fin_crit_sh_pct": 65.0,
        "finalCriticalPeriod_ns": 9.95,
        "tightestPinTransition_ns": 1.31,
        "clock.fmax_ghz": 0.100,
        "finalSetupViolCount": 0,
        "slew_headroom_pct": 12.6,
        "rsz0062_at_grt": "false",
        "hold_violations": 0,
    },
    "worst_setup_path": {
        "crit_path_end_kind": "output pin",
        "critPathKind": "in -> out",
        "start_kind": "input pin",
        "cp_max_fo": 36,
        "crit_chain": "clkdlybuf4s50_1 -> nor2b_4 -> buf_4 -> buf_4 -> buf_4 -> a22o_1 -> nor3_1 -> a31oi_1 -> nand3_1 -> clkdlybuf4s50_1",
        "crit_buf_inv": 5,
        "slowest_delay_ns": 0.65,
        "crit_slowest_cell": "buf_4",
        "cp_top_family": "buffers and inverters",
        "crit_path_frequent_cell": "buf_4",
        "critPathArrivalTime_ns": 6.89,
        "required_ns": 12.24,
    },
    "logic_synthesis": {
        "netlist_instances": 4640,
        "yosysCellCount": 4640,
        "yosysWarnings": 1,
        "yosys.cell_types.count": 31,
        "syn_avg_cell_area_sq_um": 12.2,
        "synth.yosys.seq_area_share_pct": 54.5,
        "syn_area_sq_um": 56500,
        "ys_area_sq_um": 56500,
        "ys_ff": 1024,
    },
    "floorplan": {
        "fp_util_pct": 50.7,
        "rows": 122,
        "io_pins": 114,
        "die_width_um": 338,
        "chipArea_sq_um": 114000,
        "die_h_um": 338,
        "core_area_sq_um": 111000,
    },
    "worst_hold_path": {
        "holdCritPathClass": "in -> reg",
    },
    "clock_network": {
        "cts.htree.levels": 3,
        "tritoncts": "built",
        "cts_made_buffers": 112,
        "cts_setup_buffers": 0,
        "cts_hold_buffers": 0,
        "cts_resized": 0,
        "cts_num_sinks": 1024,
        "cts.clk_slew.worst_paths_ns": 0.06,
        "cts-root-buf": "clkbuf_16",
        "clock_path_buffers": 3,
    },
    "flow_run": {
        "warnings": 26,
        "maxCapViolCount": 0,
    },
}
power groups by stage:
stage / sequential [mW] / clock, mW / combinational [mW]
finish: 3.31 / 2.66 / 0.814
global route: 3.33 / 2.78 / 0.861
CTS: 3.31 / 2.68 / 0.806
synth_stat cells:
cell,n,area [sq um]
nand3_1,193,966
edfxtp_1,1024,30700
buf_6,43,484
buf_2,50,250
buf_4,76,571
nor2_4,10,113
nor2_1,22,82.6
clkbuf_4,4,30.0
nand3b_4,1,20.0
a21oi_1,192,961
a22o_1,128,1120
buf_1,23,86.3
nand2_2,1,6.26
nor3_1,64,320
or3_1,1,6.26
and2b_1,1,7.51
clkbuf_1,186,698
nand2b_1,5,31.3
nand2_1,195,732
a31oi_1,64,400
mux2i_1,1024,10200
a22oi_1,192,1440
or3b_4,2,22.5
nor2b_1,4,25.0
clkbuf_2,66,330
and2_1,1026,6420
or2_2,34,213
nand3_4,1,17.5
nor2_8,4,80.1
nand3b_1,3,22.5
or3_4,1,11.3
final timing paths:
kind / start / to / slack [ns] / depth (start not counted)
worst min-delay path: data_in[5] / RFILE[31][5] / 3.30 / 3
worst max-delay path: src2_addr[2] / src2_out[21] / 5.35 / 10
metal layers:
| layer | wire, um | GRT usage, % | share of wire (%) | vias to the layer above |
|---|---|---|---|---|
| li1 | - | - | - | 16870 |
| met1 | 68000 | 46.8 | 35 | 18248 |
| met2 | 90200 | 55.6 | 46 | 2116 |
| met3 | 28000 | 22.2 | 14 | 496 |
| met4 | 8980 | 14.2 | 4.6 | 6 |
| met5 | 39 | 0.170 | 0.020 | - |
per-stage QoR:
| step | area (sq um) | worst slack (ns) | instances | util (%) |
|---|---|---|---|---|
| floorplan | 56500 | 8.13 | 4640 | - |
| global placement | 58500 | 5.37 | 5948 | 52.6 |
| detailed placement | 58500 | 5.34 | 5948 | 52.6 |
| CTS | 62000 | 5.36 | 6155 | 55.8 |
| global route | 62000 | 5.15 | 6156 | 55.8 |
| finish | 62100 | 5.35 | 6164 | 55.8 |
logic make-up (layout without fill, tap and decap cells):
family	count (synthesis)	in the layout	share of synthesized area, %
other	0	9	0
muxes	1024	1024	18.2
DFF	1024	1024	54.5
AOI/OAI and AO/OA	576	576	6.95
and+or+nand+nor	1568	1568	16.1
buffers and inverters	448	475	4.34
worst min-delay path, delay by kind of cell:
kind | cells | cell delay, ns
buffers and inverters | 2 | 0.61
and+or+nand+nor | 1 | 0.16
final cells by class:
class | instances | area, sq um
Multi-Input combinational cell | 3168 | 23500
Timing Repair Buffer | 268 | 2420
Fill cell | 8929 | 49200
Antenna cell | 9 | 22.5
Tap cell | 1488 | 1860
Clock buffer | 139 | 3010
Clock inverter | 68 | 536
Sequential cell | 1024 | 30700
No activity file was given, so power comes from the tool's default toggle rates.

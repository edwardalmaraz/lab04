$ cat flow/design.v
`timescale 1ns / 1ps
module alu (
	input wire [3:0] alu_control,  
	input wire [32-1:0] A, 
	input wire [32-1:0] B , 
	output reg zero, 
	output reg [32-1:0] result
);
reg [32-1:0] temp ; 
always @(alu_control or A or B) 
begin
	case (alu_control)    
		4'b0000 :       result = A & B; 
		4'b0001 :        result = A | B; 
		4'b0010 :       result = A + B; 
		4'b0110 :  result = A - B; 
		4'b1100 :       result = ~(A | B) ; 
		4'b0111 : result = $signed(A) < $signed(B) ?  1 : 0;
		default : temp = { 32 {1'b0} } ; 
	endcase
	zero = (result == 0) ? 1 : 0; 
end 
endmodule
$ cat flow/run.sh
#!/bin/bash
# OpenROAD 26Q1-2900-gdf79404cd8, Yosys 0.63+post, stock flow scripts
make -C /OpenROAD-flow-scripts/flow DESIGN_CONFIG=/design/flow/config.mk WORK_HOME=/design/flow/orfs finish
$ cat flow/config.mk
export PLATFORM = sky130hd
export DESIGN_NAME = alu
export DESIGN_NICKNAME = alu
export VERILOG_FILES = /design/flow/design.v
export SDC_FILE = /design/flow/constraint.sdc
export NUM_CORES = 4
export LEC_CHECK = 1
export CORE_UTILIZATION = 40
$ cat flow/constraint.sdc
current_design alu

set clk_period 16.1
set clk_io_pct 0.2

create_clock -name clk0 -period $clk_period

set non_clock_inputs [all_inputs -no_clocks]
set_input_delay [expr $clk_period * $clk_io_pct] -clock clk0 $non_clock_inputs
set_output_delay [expr $clk_period * $clk_io_pct] -clock clk0 [all_outputs]
==> run notes <==
The slew at the pin closest to its max-slew limit is 0.8515 ns. The leakage component of the power was reported as 3.352 nW. The final timing report lists a hold violation count of 0. With the sum of net half-perimeters after detailed placement at 19760 um, the yosys stat chip area is 6436 sq um.

The synthesized area was 6436 sq um. The average routed wire per standard cell came out at 20.24 um. Routability-driven placement finished with a final weighted congestion of 1.003. The run gives 16600 sq um for the area of the die. The worst-path maximum fanout is 12. The post-CTS hold buffer count recorded in the log is 0. The prevailing post-synth register cell was dlxtn_1. For the number of search-and-repair iterations in the first detailed-routing pass, the log shows 7. With the async set-or-reset flop fraction in the synthesized netlist at 0, the number of synthesis warnings is 1. The total cells reported by yosys after synthesis is 949.

The count of unclocked register or latch pins was 32; the critical path required time was 12.88 ns. The initialized floorplan defines 46 standard-cell rows. Warnings raised by the tools during the run amount to 103.

For this block, the routed nets add up to 24790 um of wire. The number of global-route vias before repair is 6706, and the cell area power density is 34.76 nW/um^2. The worst setup path is launched from an input port.

Timing would allow up to 0.08623 GHz. From the final report, the count of setup violators was given as 0. With the flop and latch count out of synthesis at 32, the number of antenna violations at the first check in global routing is 0. The sequential share of power is 0.062. For the largest net degree at the start of global routing, the log shows 38. The worst setup path is of the input port to output pin kind. Per the synthesis report, the dominant area consumer among library cells is ha_1. The top-area cell type share of the netlist area was 0.2002.

The final route contains 7336 vias. The first global-routing pass estimated 38080 um of wire. Summed over all nets, the switching power comes to 150.6 uW. The main area contributors are ha_1 20%, dlxtn_1 7.5%, nor2_1 6.2%. The number of buffers inserted by port buffering works out to 101. The logs give 0 ns for the setup total negative slack and 7.950 ns for the worst hold slack. Per the power-grid run, VDD falls by no more than 0.00001325 V. The total of max-cap violations is 0, and the data arrival at the endpoint of the critical path is 8.38 ns.

In the power breakdown, the internal column shows 113.5 uW. Checking hold timing, the worst path is listed with class input port to output pin. The final period utilization is 0.7203.

The tools report the endpoint class of the critical path as an output pin. Via-per-instance ratio: 5.989. The routed design could run at a clock period as short as 11.60 ns. The cell area reported after detailed placement was 7597 sq um; the fraction of power spent switching nets was 0.5703.

The number of flip-flops in the largest register came out at 32. The total area inside the core boundary comes to 15770 sq um. The die outline height was 128.9 um; the combinational share of power was 0.938.

The floorplan die width is 128.9 um. The flow measured a signed area growth from synthesis to layout of 18.04%. With the share of layout cells above drive strength 1 at 0.04063, the final cell area excluding filler cells is 7597 sq um. The total count of max-transition violations in the final report came out at 0. Pin placement for this block handled 101 I/O pins. The tools report the remaining design rule violation count as 0.

The post-synthesis cell type count was 80; the number of buffers inserted to repair setup after CTS was 0. The post-CTS resize count was 0. The final cell count without fillers was 1225. The post-synth count of flops with an enable pin is 0. Per the GRT congestion report, total overflow comes to 0.

The total global routing track utilization is 0.3038. Antenna repair during routing inserted a diode count of 0. The worst relative slew slack is 0.4303, and the number of placed cells counting well taps is 1225.

The run gives 64 as the count of endpoints without a timing constraint. The residual antenna-violating net count after detailed routing came out at 0. The run finished with clean final reports. The count of mapped cells out of synthesis is 949, and the clock share of power is 0. For the floorplan-stage core utilization, the log shows 0.4081. The run gives 6.782 sq um for the average footprint of a synthesized cell. Once iteration 0 of detailed routing completed, the report listed 675 DRC markers. Setup repair after global routing left no endpoint under its margin.
## power by group through the flow
stage / Combinational [mW] / Clock, mW / Sequential (mW)
CTS: 0.243 / 0 / 0.0165
global route: 0.270 / 0 / 0.0172
finish: 0.248 / 0 / 0.0165
## stage by stage
step                  util  total power, mW  setup slack, ns
floorplan                -           0.1657            6.752
global placement    0.4818           0.2594            4.689
detailed placement  0.4818           0.2579            4.636
CTS                 0.4818           0.2592            4.627
global route        0.4818           0.2870            4.335
finish              0.4818           0.2641            4.503
## cell usage after synthesis, drive strengths merged (5+ instances only)
library cell / instances
and3: 8
nor2: 107
buf: 10
a211o: 5
o211ai: 18
clkbuf: 43
mux2i: 8
or3: 6
or4: 6
o21ai: 54
a31oi: 17
o2111ai: 6
nand4: 11
nor4: 12
o22ai: 7
dlxtn: 32
a221o: 5
and2: 7
xnor2: 10
a211oi: 18
nor3b: 5
nor3: 24
a221oi: 11
o311ai: 7
ha: 103
inv: 102
nand3: 23
o221ai: 7
nor2b: 16
a21o: 15
a31o: 6
o21a: 8
a21oi: 71
o31ai: 9
o21bai: 6
nand2: 62
a2111oi: 7
nand2b: 8
## final timing paths
kind / start / to / cells past startpoint
worst max-delay path: A[5] / zero / 15
worst min-delay path: B[22] / zero / 7
## cells by family (layout without fill, tap and decap cells)
logic type / Yosys count / count (layout) / synth area share
AND/OR/NAND/NOR: 316 / 316 / 0.2477
adder cells (fa/ha/maj): 105 / 105 / 0.2065
latches: 32 / 32 / 0.07465
AND-OR/OR-AND: 316 / 316 / 0.3394
buffers and inverters: 156 / 216 / 0.09603
multiplexers: 12 / 12 / 0.01944
XOR/XNOR: 12 / 12 / 0.01633
## placed cells by master (no fill, tap or decap), types with 18 or more instances in the layout
cell / synthesis / final
nor2_1: 107 / 107
ha_1: 103 / 103
inv_1: 102 / 102
clkdlybuf4s50_1: 0 / 101
a21oi_1: 71 / 71
nand2_1: 62 / 62
o21ai_0: 52 / 52
dlxtn_1: 32 / 32
nor3_1: 24 / 24
nand3_1: 23 / 23
o211ai_1: 18 / 18
## worst max-delay path: stages
cell             delay [ns]
clkdlybuf4s50_1        0.51
inv_1                  0.06
ha_1                   0.51
inv_1                  0.24
a211oi_1               0.61
a21oi_1                0.20
nor3_1                 0.68
o2111a_1               0.33
nor4_1                 0.06
o32a_1                 0.41
nor3_1                 0.18
nor4b_1                0.51
nand4b_1               0.18
nor4_2                 0.17
clkdlybuf4s50_1        0.50
## layer usage
| metal | track usage | vias up | wire [um] |
|---|---|---|---|
| li1 | - | 3601 | - |
| met1 | 0.4393 | 3378 | 11350 |
| met2 | 0.4750 | 316 | 10850 |
| met3 | 0.05803 | 41 | 2113 |
| met4 | 0.05260 | 0 | 485 |
| met5 | 0 | - | 0 |
## cell type report
| type | instances | area [sq um] |
|---|---|---|
| repair buffers | 113 | 1101 |
| inverters | 103 | 386.6 |
| fillers | 1661 | 8173 |
| flip-flops and latches | 32 | 480.5 |
| well taps | 216 | 270.3 |
| multi-input cells | 761 | 5359 |
Power figures rest on the tool's default switching activity, not on a simulated workload.
